File: run.sh
#!/bin/bash
# OpenROAD 26Q1-2900-gdf79404cd8, Yosys 0.63+post, stock flow scripts
make -C /OpenROAD-flow-scripts/flow DESIGN_CONFIG=/design/flow/config.mk WORK_HOME=/design/flow/orfs finish
File: config.mk
export PLATFORM = sky130hd
export DESIGN_NAME = memory
export DESIGN_NICKNAME = memory
export VERILOG_FILES = /design/flow/design.v
export SDC_FILE = /design/flow/constraint.sdc
export NUM_CORES = 4
export LEC_CHECK = 1
export CORE_UTILIZATION = 50
File: constraint.sdc
current_design memory

set clk_period 26.7
set clk_io_pct 0.2

create_clock -name clk0 -period $clk_period [get_ports {clk}]

set non_clock_inputs [all_inputs -no_clocks]
set_input_delay [expr $clk_period * $clk_io_pct] -clock clk0 $non_clock_inputs
set_output_delay [expr $clk_period * $clk_io_pct] -clock clk0 [all_outputs]
File: design.v
module memory (
    input wire clk,
    input wire MemRead,
    input wire MemWrite,
    input wire [7:0] address,
    input wire [7:0] data_in,
    output reg [7:0] data_out
);
reg [7:0] mem [0:255];   
initial begin
    mem[0] = 8'h00;
    mem[1] = 8'h00;
    mem[2] = 8'h00;
    data_out = 8'h00;
end
always @(posedge clk) begin
    if (MemWrite) begin
        mem[address] <= data_in;
    end
    if (MemRead) begin
        data_out <= mem[address];
    end
end
endmodule
==> impl_metrics.toml <==
# implementation run metrics
[die]
dieHeight_um = 398
num_rows = 145
placeableCoreArea_um2 = 156000
fp.dieArea_um2 = 159000
dieWidth_um = 398
floorplan.io_pins = 27
floorplan.initialDensity = 0.504

[yosys]
synthFlopType = "sky130_fd_sc_hd__edfxtp_1"
synth.yosys.chip_area_um2 = 78600
synth_cell_types = 21
yosys-stat-cells = 3547
synthesis.yosys.warnings = 1
postSynthSeqShare = 0.786
synthArstFlopShare = 0
post_synth_inst_count = 3547
yosys_register_bits = 2056
netlist_area_um2 = 78600
enable_flop_cells = 2056
postSynthAreaPerCell_um2 = 22.2

[final_timing]
clock-skew-final_ns = 0.0505
final_max_slew_viol_count = 0
final_hold_violation_tally = 0
unrepaired_setup_endpoints_after_global_routing = "no"
finalSetupViolations = 0
post-route-period-util = 0.386
fin_setup_tns_ns = 0
post-route-min-period_ns = 10.32
achievable-frequency_mhz = 96.9
timing.final.ws_setup_ns = 16.38
tightest_slew_ns = 1.12
normalized_max_slew_margin = 0.251

[pwr]
vdd_ir_max_v = 0.0000721
p_leak_uw = 0.0266
power.total_uw = 6600
power.density_cell_area_nw_per_um2 = 75.0

[route]
drc = 0
post_drt_via_cell_ratio = 6.25
dr_total_vias = 37000
wl_per_cell_um = 31.5
drt_iter0_markers = 2112
wirelength_mm = 186
antenna_left = 0
drt_pass1_iterations = 5

[finish]
layout-drive-gt1-share = 0.249
mostFrequentLayoutCell = "sky130_fd_sc_hd__edfxtp_1"
final_layout_top_logic_cells = "sky130_fd_sc_hd__edfxtp_1 (2056), sky130_fd_sc_hd__mux4_2 (512), sky130_fd_sc_hd__a22oi_1 (256)"
area_growth_syn_to_layout_pct = 11.9
design_area_um2 = 88000

[global_routing]
grt_start_max_net_pins = 126
grtUsageTotal = 0.272
grt_pass1_wl_mm = 273
global_route.overflow_total = 0
antenna_found_initial = 3
grt_pass1_vias = 42200

[clock_tree]
worstSkewPairLatency_ns = 0.82
cts_tree = "done"
tritoncts_sinks = 2056
number_of_h_tree_levels = 4
clk_pin_slew_ns = 0.06
tritoncts.num_buffers = 199
cts_resized = 0
postCtsSetupBuffers = 0
cts_hold_buf = 0
clock_path_buffers = 3
clockRootBuffer = "sky130_fd_sc_hd__clkbuf_16"

[placed_design]
place.gp.congestion = 0.883
portBuffers = 26
place_worst_setup_slack_ns = 15.27
post_dp_cell_area_um2 = 81500
detailed_place_hpwl_mm = 111

[outcome]
status = "finished, final reports clean"

[worst_setup_path]
crit_path_end_kind = "flop"
worst-setup-path-type = "input pin to flop"
type_of_origin_of_the_critical_path = "input pin"
path_max_fanout = 51
required_ns = 27.23
worst_ep_arrival_time_ns = 10.85

[hold_path]
hold_path_class = "flop to flop"

[job]
log.warning_count = 29
maxCapViolations = 0
-- layer usage --
metal | GRT usage | routed length, um | vias up
met5 | 0.0360 | 765 | -
met4 | 0.0614 | 5590 | 22
met3 | 0.220 | 32800 | 334
met2 | 0.383 | 88300 | 2489
met1 | 0.346 | 58800 | 18700
li1 | - | - | 15400
-- registers in the layout, summed over array words and instances (netlist names) --
name,cells
mem,2048
data_out,8
-- report_power, final --
| part | switching (uW) | internal, uW | total (uW) |
|---|---|---|---|
| Sequential | 2.96 | 3560 | 3560 |
| Combinational | 190 | 100 | 290 |
| Clock | 1150 | 1600 | 2750 |
| Total | 1340 | 5260 | 6600 |
-- worst paths after layout --
check	slack (ns)	cells after the start	startpoint	to
worst min-delay path	1.02	5	mem[32][2]$_DFFE_PP_	data_out[2]$_DFFE_PP_
worst max register to register	23.72	6	mem[251][6]$_DFFE_PP_	data_out[6]$_DFFE_PP_
worst max-delay path	16.38	11	address[0]	data_out[7]$_DFFE_PP_
worst min register to register	1.02	5	mem[32][2]$_DFFE_PP_	data_out[2]$_DFFE_PP_
-- cells by family after synthesis --
| kind of cell | share of synthesized area |
|---|---|
| DFF | 0.786 |
| and+or+nand+nor | 0.0173 |
| AOI/OAI and AO/OA | 0.0362 |
| muxes | 0.147 |
| buffers and inverters | 0.0140 |
-- worst max-delay path: stages --
cell and delay, ns:
sky130_fd_sc_hd__buf_8 0.40, sky130_fd_sc_hd__buf_4 0.64, sky130_fd_sc_hd__buf_4 0.62, sky130_fd_sc_hd__buf_4 0.65
sky130_fd_sc_hd__buf_4 0.71, sky130_fd_sc_hd__buf_4 0.70, sky130_fd_sc_hd__mux4_2 0.59, sky130_fd_sc_hd__a22oi_1 0.29
sky130_fd_sc_hd__a21oi_1 0.19, sky130_fd_sc_hd__o41ai_1 0.44, sky130_fd_sc_hd__nand4_1 0.15
-- synth_stat cells (all sizes together), types with 3 or more instances --
master	instances	area share
edfxtp	2056	0.79
mux4	512	0.15
a22oi	256	0.024
nor2	232	0.011
clkbuf	145	0.0069
a21oi	128	0.0082
buf	87	0.0070
o41ai	32	0.0036
nor3	30	0.0019
nand2	28	0.0013
nand3	13	0.00083
nand4	8	0.00064
nor2b	7	0.00056
nand2b	6	0.00048
and2	3	0.00024
-- through the flow --
| stage | std cells | hold WS [ns] | util |
|---|---|---|---|
| after floorplan | 3547 | 0.896 | - |
| after global placement | 5546 | 1.05 | 0.523 |
| after detailed placement | 5546 | 0.989 | 0.523 |
| after CTS | 5908 | 1.01 | 0.564 |
| after global routing | 5908 | 1.05 | 0.564 |
| final | 5909 | 1.02 | 0.564 |
-- cell type report --
class | instances | area (um^2)
Clock inverter | 121 | 1170
Timing Repair Buffer | 173 | 1440
Fill cell | 11100 | 68100
Inverter | 1 | 3.75
Sequential cell | 2056 | 61700
Tap cell | 2058 | 2570
Antenna cell | 1 | 2.50
Clock buffer | 241 | 5240
Multi-Input combinational cell | 1258 | 15800
